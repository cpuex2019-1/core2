File: flow/run.sh
#!/bin/bash
# OpenROAD 26Q1-2900-gdf79404cd8, Yosys 0.63+post, stock flow scripts
make -C /OpenROAD-flow-scripts/flow DESIGN_CONFIG=/design/flow/config.mk WORK_HOME=/design/flow/orfs finish
File: flow/config.mk
export PLATFORM = sky130hd
export DESIGN_NAME = fetch
export DESIGN_NICKNAME = fetch
export VERILOG_FILES = /design/flow/design.v
export SDC_FILE = /design/flow/constraint.sdc
export NUM_CORES = 4
export LEC_CHECK = 1
export CORE_UTILIZATION = 30
File: flow/constraint.sdc
current_design fetch

set clk_period 382.0
set clk_io_pct 0.2

create_clock -name clk0 -period $clk_period [get_ports {clk}]

set non_clock_inputs [all_inputs -no_clocks]
set_input_delay [expr $clk_period * $clk_io_pct] -clock clk0 $non_clock_inputs
set_output_delay [expr $clk_period * $clk_io_pct] -clock clk0 [all_outputs]
File: flow/design.v
`default_nettype none
    parameter INST_LW     = 6'b00_0001;
    parameter INST_SW     = 6'b00_0000;
    parameter INST_LF     = 6'b10_0001;
    parameter INST_LWR    = 6'b01_0001;
    parameter INST_LFR    = 6'b11_0001;
    parameter INST_SF     = 6'b01_0000;
    parameter INST_ADD    = 6'b00_0010;
    parameter INST_SUB    = 6'b00_0011;
    parameter INST_MUL    = 6'b00_0100;
    parameter INST_XOR    = 6'b00_0101;
    parameter INST_ADDI   = 6'b00_1000;
    parameter INST_SI     = 6'b00_1001;
    parameter INST_ORI    = 6'b00_1010;
    parameter INST_FADD   = 6'b11_0010;
    parameter INST_FSUB   = 6'b11_0011;
    parameter INST_FMUL   = 6'b11_0100;
    parameter INST_FDIV   = 6'b11_0101;
    parameter INST_FNEG   = 6'b11_0110;
    parameter INST_FABS   = 6'b11_0111;
    parameter INST_SQRT   = 6'b11_1000;
    parameter INST_FLOOR  = 6'b11_1001;
    parameter INST_FTOI   = 6'b01_1010;
    parameter INST_ITOF   = 6'b10_1010;
    parameter INST_MOVF   = 6'b11_1010;
    parameter INST_J      = 6'b00_1011;
    parameter INST_JAL    = 6'b00_1100;
    parameter INST_JALR   = 6'b00_1101;
    parameter INST_SLT    = 6'b00_0111;
    parameter INST_SLTF   = 6'b01_0010;
    parameter INST_BNE    = 6'b10_1100;
    parameter INST_BLE    = 6'b10_1110;
    parameter INST_BEQF   = 6'b01_1100;
    parameter INST_BLTF   = 6'b01_1101;
    parameter INST_OUTB   = 6'b00_1110;
    parameter INST_INF    = 6'b11_1111;
    parameter INST_IN     = 6'b00_1111;
    function is_branch_inst(input [5:0] opecode);
        begin
            is_branch_inst = (opecode[5]^opecode[4]) && opecode[3] && opecode[2];
        end
    endfunction
    function is_write_inst(input [5:0] opecode);
        begin
            is_write_inst = opecode[3:0] != 4'b0000 &&
                            opecode != INST_J && opecode != INST_OUTB && ~is_branch_inst(opecode);
        end
    endfunction
    function use_ft_inst(input [5:0] opecode);
        begin
            use_ft_inst = opecode == INST_FADD || opecode == INST_FSUB ||
                          opecode == INST_FMUL || opecode == INST_FDIV;
        end
    endfunction
    function use_fpu_inst(input [5:0] opecode);
        begin
            use_fpu_inst = opecode == INST_FADD || opecode == INST_FSUB ||
                          opecode == INST_FMUL || opecode == INST_FDIV ||
                          opecode == INST_SQRT || opecode == INST_FTOI ||
                          opecode == INST_ITOF || opecode == INST_FLOOR;
        end
    endfunction
module fetch_inner(
	input wire enable,
	input wire pcenable,
	input wire[31:0] next_pc,
	output reg[31:0] pc,
	output reg[31:0] command,
	output wire[4:0] jr_reg,
	input wire[31:0] jr_data,
	output wire[16:0] inst_addr,
	input wire[31:0] inst_data,
	input wire clk,
	input wire rstn
);
	reg[31:0] pc_history;
	reg[9:0] branch_pc;
	reg is_branch0, is_branch1;
	wire[31:0] pc_;
	wire[5:0] opecode;
	wire[15:0] offset;
	reg set;
	reg[1023:0] branch_prediction;
	reg[1023:0] prediction_miss;
	assign opecode = command[31:26];
	assign offset = command[15:0];
	assign jr_reg = command[20:16];
	assign pc_ = pcenable && pc_history != next_pc ? next_pc :
				 opecode == INST_J || opecode == INST_JAL ? {4'b0000, command[25:0], 2'b00} :									 
				 is_branch_inst(opecode) ? (branch_prediction[pc[11:2]] ? pc + {{14{offset[15]}}, offset, 2'h0} : pc + 32'h4) :	 
				 opecode == INST_JALR ? {jr_data[31:2], 2'b00} : pc + 32'h4;													 
	assign inst_addr = pc_[18:2];
	always @(posedge clk) begin
		if(~rstn) begin
			pc <= 32'hfffffffc;
			pc_history <= 32'hffffffff;
			set <= 1'b0;
			branch_prediction <= {1024{1'b1}};
			prediction_miss <= {1024{1'b1}};
			is_branch0 <= 1'b0;
			is_branch1 <= 1'b0;
			branch_pc <= 10'h0;
		end else begin
			set <= 1'b0;
			if(enable) begin
				pc <= pc_;
				pc_history <= pc;
				set <= 1'b1;
				branch_pc <= pc_history[11:2];
				is_branch0 <= is_branch_inst(opecode);
				is_branch1 <= is_branch0;
				if(is_branch1) begin
					if(pcenable && pc_history != next_pc) begin
						if(prediction_miss[branch_pc]) branch_prediction[branch_pc] <= ~branch_prediction[branch_pc];
						prediction_miss[branch_pc] <= 1'b1;
					end else begin
						prediction_miss[branch_pc] <= 1'b0;
					end
				end
			end
		end
	end
	always @(negedge clk) begin
		if(~rstn) begin
			command <= {INST_J, 26'h0};
		end else begin
			if(set) command <= inst_data;
		end
	end
endmodule  
`default_nettype wire
`default_nettype none
module fetch(
	input wire enable,
	input wire pcenable,
	input wire[31:0] next_pc,
	output wire[31:0] pc,
	output wire[31:0] command,
	output wire[4:0] jr_reg,
	input wire[31:0] jr_data,
	output wire[15:0] inst_addr,
	input wire[31:0] inst_data,
	input wire clk,
	input wire rstn
);
	wire [16:0] inst_addr_;
	assign inst_addr = inst_addr_[15:0];
	fetch_inner u1(
		enable,
		pcenable,
		next_pc,
		pc,
		command,
		jr_reg,
		jr_data,
		inst_addr_,
		inst_data,
		clk,
		rstn
	);
endmodule  
`default_nettype wire
==> reports/results.tsv <==
metric	value	unit
clock network latency to the later pin of the worst-skew pair	0.96	ns
XOR Share, Synth	0.00777	
vias in the first global route	94447	
area share of fa/ha/maj cells after synthesis	0.00415	
Pre-antenna DRT Iters	8	
worst rel slew slack	0.0886	
number of distinct standard cells referenced by the synthesized netlist	89	
DRC violation count after routing	0	
max-slew violations	0	
Post-synth EDFFs	0	
tally of nets with antenna violations remaining after routing	0	
HPWL reported at the end of detailed placement	296000	µm
post-route worst hold slack	0.487	ns
PortBufs	182	
Core ar.	366000	µm²
crit path DRT	305.60	ns
number of clock buffers inserted by TritonCTS	232	
tally of filler cells in the layout	36358	
async set or reset register ratio after synthesis	0	
grt ovf	0	
total wire length after detailed routing	487000	µm
TritonCTS Sinks	2157	
Yosys Warn Count	1	
clock tree from TritonCTS	yes	
setup repair after global routing missed its margin	no	
Pleak	37.0	nW
Worst EP arrival	195.51	ns
CTS H-Tree Depth	4	
area added between synthesis and finish	11.4	%
maximum clock insertion buffer count	4	
DRT iter0 DRCs	11993	
status	finished clean	
proportion of synthesized area in mux cells	0.194	
Site Rows	222	
core utilization at floorplan	0.302	
largest net degree at the start of global routing	191	
Primary FF master, synth	dfxtp_1	
worst-case vdd ir drop	0.00411	mV
top library cells by usage in the layout, fill and taps aside	dfxtp_1, o311ai_0, o21ai_0	
crit-path max FO	4	
prevailing logic family in the synthesized netlist	AND-OR/OR-AND gates	
post-synth design cell area	110000	µm²
final hold vios	0	
Critical Path Source Type	flop	
cts repair resizes	0	
clock root buffer	clkbuf_16	
setup TNS	0	ns
Die Y	609	µm
AO/OA Area Share	0.279	
commonest non-fill, non-tap cell in the layout	dfxtp_1	
category of the most critical setup path	flop to output port	
skew final	0.0982	ns
kind of capture point of the worst setup path	output port	
Clk pin slew, worst setup/hold paths	0.06	ns
chip width	609	µm
share of post-route cells with drive strength above 1	0.168	
final setup violation count	0	
register bit count reported by yosys	2157	
pwr dens	4.38	nW/µm²
antenna violations before repair	33	
total cell area reported by yosys after synthesis	110000	µm²
IO Pins	185	
cts-stage hold buffer count	0	
actual transition at the worst max-transition pin	1.36	ns
core utilization of the finished layout	0.336	
die area	371000	µm²
cell total in the yosys stat output	10921	
# Post-CTS Setup Buffers	0	
number of vias after detailed routing	101835	
wire length of the first global-routing pass	698000	µm
ratio of routed vias to standard cells	6.68	
Post-Syn Area per Cell	10.1	µm²
cells after synthesis	10921	
final weighted congestion in routability-driven placement	1.06	
total routing resource utilization after global routing	0.264	
tool warning count	83	
number of maximum-capacitance violations	0	
worst min-delay path class	flop to flop	
area fraction in and, or, nand and nor cells	0.0591	
detailed-route wire length per cell	32.0	µm
Post-synth seq share	0.391	
-- stage by stage --
| step | cells | power, mW | area (µm²) | setup slack [ns] |
|---|---|---|---|---|
| after global placement | 14762 | 0.307 | 115000 | 110.99 |
| final | 15246 | 0.539 | 123000 | 110.09 |
| after global routing | 15216 | 0.550 | 123000 | 109.78 |
| after detailed placement | 14762 | 0.307 | 115000 | 110.99 |
| after floorplan | 10921 | 0.275 | 110000 | 112.30 |
| after CTS | 15207 | 0.536 | 123000 | 110.03 |
-- where the power goes --
group | internal (mW) | leakage (nW) | switching, mW
Combinational | 0.0194 | 15.6 | 0.0586
Sequential | 0.226 | 17.5 | 0.00259
Clock | 0.132 | 3.92 | 0.101
Total | 0.377 | 37.0 | 0.162
-- worst max-delay path: stages, from the launching register on --
cell and delay, ns:
dfxtp_1 0.50, ha_1 0.30, inv_1 0.07, fa_1 0.44, nor2b_1 0.19, o211ai_1 0.10
a21boi_0 0.38, o31ai_1 0.26, o21ai_0 0.21, a21oi_1 0.09, xor2_1 0.15, mux2i_1 0.14
nand2_1 0.09, nand2_1 0.19, clkdlybuf4s50_1 0.51
-- cell type report --
class                           count  area (µm²)  share of cell area
Antenna cell                       39        97.6            0.000793
Clock buffer                      347        6870              0.0558
Clock inverter                     99         866             0.00703
Inverter                           31         126             0.00103
Multi-Input combinational cell   7132       60600               0.493
Sequential cell                  2157       43200               0.351
Tap cell                         4816        6030              0.0490
Timing Repair Buffer              625        5240              0.0425
-- cells in the mapped netlist (all sizes together) (59+ instances only) --
| cell | instances | area share |
|---|---|---|
| a21oi | 127 | 0.0058 |
| o22ai | 61 | 0.0035 |
| o21ai | 1581 | 0.072 |
| o32ai | 141 | 0.011 |
| buf | 541 | 0.027 |
| nand2 | 418 | 0.014 |
| nor3 | 122 | 0.0056 |
| dfxtp | 2157 | 0.39 |
| xor2 | 59 | 0.0047 |
| nor4 | 67 | 0.0038 |
| nor2 | 510 | 0.017 |
| o31ai | 318 | 0.022 |
| mux4 | 764 | 0.16 |
| nand3 | 154 | 0.0071 |
| o211ai | 110 | 0.0075 |
| o311ai | 1687 | 0.13 |
| mux2i | 385 | 0.035 |
| a22oi | 73 | 0.0050 |
| clkbuf | 1056 | 0.036 |
-- metal layers --
metal	GRT usage	vias to the layer above	part of all wire
met3	0.169	1566	0.17
met1	0.327	50408	0.36
li1	-	42925	-
met4	0.138	48	0.067
met5	0.0349	-	0.0030
met2	0.349	6888	0.40
-- logic make-up after synthesis --
logic type / count (synthesis)
compound gates: 4359
mux: 1185
xor+xnor: 98
buf+inv: 1632
fa+ha+maj: 36
flops: 2157
simple gates: 1454
-- final timing paths --
kind	cells after the start	from	slack, ns	endpoint
setup / recovery	14	u1.command[0]	110.09	inst_addr[14]
hold / removal	2	u1.pc[0]	0.49	u1.pc[0]
setup reg to reg	11	u1.command[11]	187.10	u1.pc[24]
hold reg to reg	2	u1.pc[0]	0.49	u1.pc[0]
Power figures rest on the tool's default switching activity, not on a simulated workload.

## flow/run.sh

```bash
#!/bin/bash
# OpenROAD 26Q1-2900-gdf79404cd8, Yosys 0.63+post, stock flow scripts
make -C /OpenROAD-flow-scripts/flow DESIGN_CONFIG=/design/flow/config.mk WORK_HOME=/design/flow/orfs finish
```

## flow/config.mk

```make
export PLATFORM = sky130hd
export DESIGN_NAME = uart_buffer
export DESIGN_NICKNAME = uart_buffer
export VERILOG_FILES = /design/flow/design.v
export SDC_FILE = /design/flow/constraint.sdc
export NUM_CORES = 4
export LEC_CHECK = 1
export CORE_UTILIZATION = 30
```

## flow/constraint.sdc

```tcl
current_design uart_buffer

set clk_period 168.7
set clk_io_pct 0.2

create_clock -name clk0 -period $clk_period [get_ports {clk}]

set non_clock_inputs [all_inputs -no_clocks]
set_input_delay [expr $clk_period * $clk_io_pct] -clock clk0 $non_clock_inputs
set_output_delay [expr $clk_period * $clk_io_pct] -clock clk0 [all_outputs]
```

## flow/design.v

```verilog
`default_nettype none
module uart_buffer(
	input wire renable,
	output reg rdone,
	output reg[31:0] rdata,
	input wire wenable,
	output reg wdone,
	input wire[31:0] wdata,
	output reg[31:0] uart_araddr,
	input wire uart_arready,
	output reg uart_arvalid,
	output reg[31:0] uart_awaddr,
	input wire uart_awready,
	output reg uart_awvalid,
	output reg uart_bready,
	input wire[1:0] uart_bresp,
	input wire uart_bvalid,
	input wire[31:0] uart_rdata,
	output reg uart_rready,
	input wire[1:0] uart_rresp,
	input wire uart_rvalid,
	output reg[31:0] uart_wdata,
	input wire uart_wready,
	output reg[3:0] uart_wstrb,
	output reg uart_wvalid,
	input wire clk,
	input wire rstn
);
	reg[2047:0] rbuffer;
	reg[7:0] rhead, rtail;
	reg renable_, rlap;
	reg[4095:0] wbuffer;
	reg[8:0] whead, wtail;
	reg wenable_, wlap;
	always @(posedge clk) begin
		rdone <= 1'b0;
		wdone <= 1'b0;
		renable_ <= 1'b0;
		wenable_ <= 1'b0;
		if(~rstn) begin
			rdata <= 32'h0;
			rbuffer <= 2048'h0;
			rhead <= 8'hfc;
			rtail <= 8'hff;
			rlap <= 1'b0;
			wbuffer <= {8'haa, 4088'h0};
			whead <= 9'h1ff;
			wtail <= 9'h1fe;
			wlap <= 1'b0;
			uart_araddr <= 32'h0;
			uart_awaddr <= 32'h4;
			uart_arvalid <= 1'b0;
			uart_awvalid <= 1'b0;
			uart_bready <= 1'b0;
			uart_rready <= 1'b0;
			uart_wvalid <= 1'b0;
			uart_wstrb <= 4'b0001;
			uart_wdata <= 32'h0;
		end else begin
			if(renable || renable_) begin
				if({rlap, rhead} > {1'b0, rtail}) begin
					rdone <= 1'b1;
					rdata <= rbuffer[{rhead, 3'h0} +: 11'h20];
					rhead <= rhead - 8'h4;
					if(rhead[7:2] == 6'h0) rlap <= 1'b0;
				end else begin
					renable_ <= 1'b1;
				end
			end
			if((~rlap || rhead != rtail) && ~uart_rready && ~uart_bready) begin
				uart_arvalid <= 1'b1;
				uart_rready <= 1'b1;
			end
			if(uart_arready && uart_arvalid) begin
				uart_arvalid <= 1'b0;
			end
			if(uart_rready && uart_rvalid) begin
				if(uart_rresp[1]) begin
					uart_arvalid <= ~uart_bready;
					uart_rready <= ~uart_bready;
				end else begin
					uart_rready <= 1'b0;
					rbuffer[{rtail, 3'h0} +: 11'h8] <= uart_rdata[7:0];
					rtail <= rtail - 8'h1;
					if(rtail == 8'h0) rlap <= 1'b1;
				end
			end
			if(wenable || wenable_) begin
				if(~wlap || whead != wtail) begin
					wdone <= 1'b1;
					wbuffer[{wtail, 3'h0} +: 12'h8] <= wdata[7:0];
					wtail <= wtail - 9'h1;
					if(wtail == 9'h0) wlap <= 1'b1;
				end else begin
					wenable_ <= 1'b1;
				end
			end
			if((wlap || whead != wtail) && ~uart_bready) begin
				uart_awvalid <= 1'b1;
				uart_bready <= 1'b1;
				uart_wvalid <= 1'b1;
				uart_wdata[7:0] <= wbuffer[{whead, 3'h0} +: 12'h8];
				whead <= whead - 9'h1;
				if(whead == 9'h0) begin
					wlap <= 1'b0;
				end
			end
			if(uart_awready && uart_awvalid) begin
				uart_awvalid <= 1'b0;
			end
			if(uart_wready && uart_wvalid) begin
				uart_wvalid <= 1'b0;
			end
			if(uart_bready && uart_bvalid) begin
				if(uart_bresp[1]) begin
					uart_awvalid <= 1'b1;
					uart_bready <= 1'b1;
					uart_wvalid <= 1'b1;
				end else begin
					uart_bready <= 1'b0;
				end
			end
		end
	end
endmodule  
`default_nettype wire
```

==> flow_summary.json <==
{
  "netlist.area_leader.share_pct": 45.14,
  "yosysCellCount": 32280,
  "wl_met1_um": 379900,
  "antenna_left": 0,
  "skew_ns": 0.09247,
  "path_class": "in2reg",
  "min_path_type": "reg2reg",
  "ff_type": "dfxtp_1",
  "critPathMaxFanout": 86,
  "slew_headroom_pct": -7.006,
  "crit_path_end_kind": "flop",
  "r2r_slack_ns": 161.76,
  "r2r-end": "wbuffer[1327]",
  "initCoreUtil_pct": 30.09,
  "highest_layer": "met5",
  "crit_end": "rbuffer[820]",
  "fp-row-count": 352,
  "cts_hold_buf": 0,
  "die_y_um": 961.4,
  "placement.io_buffers": 73,
  "cpMostUsedCell": "buf_4",
  "chip_area_mm2": 0.9243,
  "worstReg2RegStart": "wtail[0]",
  "cts_root_buffer": "clkbuf_16",
  "fmax_ghz": 0.02474,
  "status": "finished, violations left",
  "violations": "capacitance limit, slew limit",
  "maxCapViolations": 2,
  "layout_min_cycle_time_ns": 40.42,
  "power.leakage_uw": 0.09737,
  "ys_seq_elements": 6227,
  "worstMarginPinSlew_ns": 1.603,
  "clk_pin_slew_worst_paths_ns": 0.06,
  "wl_met3_um": 118600,
  "cts_resized": 0,
  "wl_um": 993500,
  "met2_length_um": 436000,
  "final_layout_size_suffix_gt1_share_pct": 11.13,
  "critPathRequiredTime_ns": 169.60,
  "ys_async_sr_fraction_pct": 0,
  "period_used_pct": 23.96,
  "worstSetupStartpointType": "input pin",
  "setup_viol": 0,
  "dr_total_vias": 244400,
  "cts_inserted_buffers": 651,
  "netlist_top_cells_area": "dfxtp_1 (45%), mux4_2 (12%), a21oi_1 (11%), nand2_1 (8.6%), nand3_1 (6.9%)",
  "gr-usage-all-layers_pct": 21.45,
  "synthCells": 32280,
  "syn_to_final_growth_pct": 11.38,
  "worst-path-stages": 12,
  "dieWidth_um": 961.4,
  "firstDrtPassIters": 9,
  "ios": 216,
  "clock_sinks": 6227,
  "yosysUniqueCellTypes": 83,
  "crit_family": "buffers and inverters",
  "syn_area_per_cell_um2": 8.555,
  "yosys-top-cells-count": "nand2_1 (6360), dfxtp_1 (6227), a21oi_1 (5799), nand3_1 (3790), clkbuf_1 (2753)",
  "cts_tree": "done",
  "yosys.area.top_type": "dfxtp_1",
  "critPathMaxStageDelay_ns": 0.79,
  "power_density_mw_per_mm2": 10.66,
  "grt.overflow.total": 0,
  "synth-warning-count": 1,
  "hpwl_um": 593500,
  "crit_buf_inv": 11,
  "cts-htree-levels": 6,
  "core_mm2": 0.9178,
  "synth.yosys.seq_area_share_pct": 45.14,
  "antenna_found_initial": 42,
  "crit_slowest_cell": "buf_4",
  "critical_path.startpoint": "rstn",
  "warning_count": 142,
  "vias_per_cell": 5.647,
  "clock_path_buffers": 5,
  "grt_pass1_wl_um": 1490000,
  "wl_per_cell_um": 22.96,
  "finalHoldViolCount": 0,
  "slew_violations": 19,
  "final.setup.tns_ns": 0,
  "syn_area_mm2": 0.2761,
  "grt_pass1_vias": 234800,
  "yosysChipArea_mm2": 0.2761,
  "grt_max_degree": 171,
  "yosysMostFrequentCell": "nand2_1",
  "grt_setup_unrepaired": "false",
  "cp_data_arrival_time_ns": 41.32,
  "final_cell_count_no_fill": 43280,
  "drt_iter0_drc": 24370,
  "post_cts_buffers": 0,
  "clk_latency_ns": 1.11,
  "place_inst": 42130,
  "edf_count": 0,
  "gp_congestion": 0.9716,
  "ff2ff_path_depth": 15,
  "crit_chain": "buf_4 -> inv_8 -> buf_4 -> buf_4 -> buf_4 -> buf_4 -> buf_4 -> buf_4 -> buf_4 -> buf_4 -> buf_4 -> nor2_1",
  "worst_ir_drop_vdd_mv": 0.008403,
  "drc": 0
}
registers in the layout (all words and copies together), names as in the netlist:
name	count
rhead	6
rlap	1
uart_arvalid	1
wdone	1
uart_awvalid	1
whead	9
rtail	8
wlap	1
uart_wdata	8
wbuffer	4096
rdone	1
uart_wvalid	1
rdata	32
wenable_	1
uart_rready	1
renable_	1
wtail	9
uart_bready	1
rbuffer	2048
power breakdown:
part | switching, uW | leakage (uW) | internal (uW)
Sequential | 8.30 | 0.0501 | 1470
Combinational | 263 | 0.0371 | 112
Clock | 602 | 0.0102 | 822
Total | 873 | 0.0974 | 2410
cell usage in the layout, fill, tap and decap left out, drive strengths merged, types with 38 or more instances in the layout:
cell           instances
nand2               6360
a211oi                38
nor2                1091
mux2i               1235
dfxtp               6227
diode                 46
clkbuf               961
conb                  92
inv                   40
o221ai               254
buf                  828
o22ai                173
nand3               3790
mux4                1418
clkdlybuf4s50         56
nor3                 105
clkinv                96
o21ai               1967
a21oi               5799
worst min-delay path by stage:
stage	cells after the start	start	endpoint	slack (ns)
final	2	rbuffer[327]	rbuffer[327]	0.45
after global routing	2	rbuffer[1218]	rbuffer[1218]	0.46
after CTS	2	rbuffer[606]	rbuffer[606]	0.45
per-stage QoR:
stage          area, um^2  setup slack (ns)  hold slack (ns)  util [%]  power (uW)
2_1_floorplan      276500            132.96           0.4019         -        1759
3_3_place_gp       286900            127.84           0.4376     31.25        1878
3_5_place_dp       286900            127.62           0.4431     31.25        1880
4_1_cts            307500            128.72           0.4512     33.50        3285
5_1_grt            307500            128.07           0.4618     33.50        3365
6_report           307600            128.28           0.4499     33.51        3280
kinds of logic after synthesis:
logic type	after synthesis	synth area share, %
flip-flops	6227	45.14
buffers and inverters	3367	4.835
multiplexers	2667	16.10
AND-OR/OR-AND	8449	16.02
XOR/XNOR	35	0.1178
adder cells (fa/ha/maj)	14	0.06343
other	2	0.002720
AND/OR/NAND/NOR	11520	17.72
cell type report:
type / count / area [um^2]
Clock buffer: 961 / 19150
Timing Repair Buffer: 884 / 7310
Fill cell: 90740 / 610300
Sequential cell: 6227 / 124700
Multi-Input combinational cell: 22780 / 139400
Tap cell: 12210 / 15280
Clock inverter: 138 / 1436
Inverter: 31 / 137.6
Antenna cell: 46 / 115.1
layer usage:
layer  global-route usage [%]  up-vias
met5                    1.151        -
met4                    10.23       36
met3                    9.226     2367
met2                    31.27    11640
met1                    27.75   119500
li1                         -   110800
tightest hold or removal path, delay by kind of cell, from the launching register on:
family,cells,cell delay (ns)
flip-flops,1,0.31
AND/OR/NAND/NOR,1,0.05
AND-OR/OR-AND,1,0.05
Power and IR drop assume default switching activity.
